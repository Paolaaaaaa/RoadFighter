[/design/flow/run.sh]
#!/bin/bash
# OpenROAD 26Q1-2900-gdf79404cd8, Yosys 0.63+post, stock flow scripts
make -C /OpenROAD-flow-scripts/flow DESIGN_CONFIG=/design/flow/config.mk WORK_HOME=/design/flow/orfs finish
[/design/flow/constraint.sdc]
current_design SC_RegGENERAL_Time

set clk_period 1.5
set clk_io_pct 0.2

create_clock -name clk0 -period $clk_period [get_ports {SC_RegGENERAL_Time_CLOCK_50}]

set non_clock_inputs [all_inputs -no_clocks]
set_input_delay [expr $clk_period * $clk_io_pct] -clock clk0 $non_clock_inputs
set_output_delay [expr $clk_period * $clk_io_pct] -clock clk0 [all_outputs]
[/design/flow/design.v]
module SC_RegGENERAL_Time #(parameter RegGENERAL_DATAWIDTH=8)(
	SC_RegGENERAL_Time_data_OutBUS,
	SC_RegGENERAL_Time_CLOCK_50,
	SC_RegGENERAL_Time_RESET_InHigh,
	SC_upSPEEDCOUNTER_upcount_InLow
);
output		[RegGENERAL_DATAWIDTH-1:0]	SC_RegGENERAL_Time_data_OutBUS;
input		SC_RegGENERAL_Time_CLOCK_50;
input		SC_RegGENERAL_Time_RESET_InHigh;
input		SC_upSPEEDCOUNTER_upcount_InLow;
reg [RegGENERAL_DATAWIDTH-1:0] upSPEEDCOUNTER_Register;
reg [RegGENERAL_DATAWIDTH-1:0] upSPEEDCOUNTER_Signal;
always @(*)
begin
	if (SC_upSPEEDCOUNTER_upcount_InLow == 1'b0)
		upSPEEDCOUNTER_Signal = upSPEEDCOUNTER_Register + 1'b1;
	else
		upSPEEDCOUNTER_Signal = upSPEEDCOUNTER_Register;
	end	
always @(posedge SC_RegGENERAL_Time_CLOCK_50, posedge SC_RegGENERAL_Time_RESET_InHigh)
begin
	if (SC_RegGENERAL_Time_RESET_InHigh  == 1'b1)
		upSPEEDCOUNTER_Register <= 0;
	else
		upSPEEDCOUNTER_Register <= upSPEEDCOUNTER_Signal;
end
assign SC_RegGENERAL_Time_data_OutBUS = upSPEEDCOUNTER_Register;
endmodule
[/design/flow/config.mk]
export PLATFORM = sky130hd
export DESIGN_NAME = SC_RegGENERAL_Time
export DESIGN_NICKNAME = SC_RegGENERAL_Time
export VERILOG_FILES = /design/flow/design.v
export SDC_FILE = /design/flow/constraint.sdc
export NUM_CORES = 4
export LEC_CHECK = 1
export CORE_AREA = 10 10 70 70
export DIE_AREA = 0 0 80 80
==> reports/metrics.csv <==
metric,value,unit
highest routed layer,met4,
clk buf depth,2,
DR vias/cell,2.90,
post-route setup TNS,0,ns
largest net degree at the start of global routing,9,
status,completed,
Crit. End Element,output pin,
"area share, top type",56.1,%
Worst-path clk slew,0.05,ns
Peak VDD IR,0.000848,V
Post-synth seq share,56.1,%
Worst Hold Slack,0.298,ns
CTS H-tree depth,1,
drc violations,0,
top_reg_cell synth,dfrtp_1,
Adders+Majority by Area,3.51,%
die area,6400,µm²
RSZ-0062 raised after global routing,no,
Post-synth EDFFs,0,
Critical Path Source Type,flop,
input/output buffers,10,
Final min period,1.43,ns
Largest regs,upSPEEDCOUNTER_Register: 8 flops,
aoi share,0,%
metal2 WL,241,µm
critical path class,reg2out,
clock tree sinks,8,
CTS tree,done,
"Slew Viols, Final",0,
final setup fails,0,
GR Util All Layers,2.49,%
cell area after synthesis,357,µm²
Final Skew,0.00402,ns
met3 WL,132,µm
"Remaining Overflow, GRT",0,
top-count cell post-synth,dfrtp_1,
"Buf+Inv Stages, Crit Path",1,
critical-path maximum fanout,4,
routed len/inst,8.02,µm
Layout area overhead,64.2,%
Top cells by area,"dfrtp_1 56%, xnor2_1 9.8%, xor2_1 7.4%, nand4b_4 6.7%, ha_1 3.5%",
final cell count without fillers,92,
CP required,1.20,ns
CP cell instances,clkdlybuf4s50_1,
clk root buf,clkbuf_4,
max cap viols,0,
Max-Slew Margin vs Limit,79.4,%
yosys stat chip area,357,µm²
yosys warns,1,
mux share,3.16,%
number of fill cells,386,
DR pass1 iterations,1,
HP Class,in2async,
Synth top cells by count,"8 x dfrtp_1, 4 x xnor2_1, 3 x nand2_1, 3 x xor2_1, 2 x nor2_1",
wl on met1,355,µm
first-pass GRT wire length,1220,µm
initial antenna violation count,0,
I/O Pins,11,
vias,267,
worst reg-to-reg setup slack,0.39,ns
Hold Fails Final Rpt,0,
Placed Cells incl. Taps,83,
Final Cycle Share,95.5,%
CTS Buf Count,3,
FP Core Util,10.4,%
PwrDens,1770,nW/µm²
clk latency late pin,0.25,ns
pre-CTS setup slack,0.0407,ns
max FFs per register,8,
Crit path largest cell delay,0.48,ns
Largest Register,upSPEEDCOUNTER_Register,
Placer Congestion,0.658,
syn_area_per_cell,13.2,µm²
Ant. Diodes,0,
Yosys reg bits,8,
total wire length,738,µm
slack of the critical path,0.0673,ns
starting DRC count in detailed routing,0,
Mapped Cells,27,
Core Area,3420,µm²
Post-DP Area,514,µm²
die width,80,µm
"antenna viol nets, final",0,
FMAX,698,MHz
Simple-Gate Area Share,18.9,%
Util after Layout,17.1,%
Yosys Instances,27,
share of cells above drive strength 1,32.6,%
"Distinct cells, synth",12,
total chip power,1.04,mW
Tightest Pin Transition,0.308,ns
critical path's top delay family,buffers and inverters,
vias in the first global route,252,
CP max stage cell,clkdlybuf4s50_1,
Rows,21,
async set-reset flop share out of synthesis,100,%
Tool Warnings,25,
"area leader, netlist",dfrtp_1,
post-route cell area,586,µm²
die height,80,µm
"XOR Share, Synth",17.2,%
arrival time worst endpoint,1.13,ns
Top logic family,simple AND/OR/NAND/NOR gates,
P_leak,0.254,nW
-- path summary, 6_finish.rpt --
| kind | from | to | cells after the start |
|---|---|---|---|
| setup / recovery | upSPEEDCOUNTER_Register[1] | SC_RegGENERAL_Time_data_OutBUS[1] | 1 |
| hold / removal | SC_RegGENERAL_Time_RESET_InHigh | upSPEEDCOUNTER_Register[3] | 2 |
| setup reg to reg | upSPEEDCOUNTER_Register[0] | upSPEEDCOUNTER_Register[6] | 4 |
| hold reg to reg | upSPEEDCOUNTER_Register[0] | upSPEEDCOUNTER_Register[0] | 1 |
| max in group asynchronous | SC_RegGENERAL_Time_RESET_InHigh | upSPEEDCOUNTER_Register[1] | 2 |
| min in group clk0 | upSPEEDCOUNTER_Register[0] | upSPEEDCOUNTER_Register[0] | 1 |
-- layout make-up --
type / count / area (µm²) / share of cell area [%]
Clock buffer: 3 / 22.5 / 3.85
Inverter: 1 / 3.75 / 0.641
Multi-Input combinational cell: 18 / 153 / 26.1
Sequential cell: 8 / 204 / 34.8
Tap cell: 46 / 57.6 / 9.83
Timing Repair Buffer: 16 / 145 / 24.8
-- cell usage in the layout (no fill, tap or decap) --
cell	n
nand4b_4	1
dfrtp_1	5
nor3_2	1
ha_1	1
inv_1	1
buf_4	6
clkbuf_4	3
mux2_2	1
nand2b_1	1
nor2_1	2
xnor2_1	4
xor2_1	3
clkdlybuf4s50_1	10
nand4b_1	1
nand2_1	3
dfrtp_2	3
-- routing by layer --
metal / GRT usage (%) / up-vias
li1: - / 131
met1: 3.25 / 122
met2: 2.49 / 12
met3: 2.95 / 2
met4: 0.352 / 0
met5: 0 / -
-- cell families after synthesis --
kind of cell / after synthesis
flops: 8
buf+inv: 1
xor+xnor: 7
mux: 1
simple gates: 9
fa+ha+maj: 1
-- power by group --
part | switching [mW] | internal [mW]
registers | 0.0768 | 0.315
clock network | 0.0687 | 0.0912
logic | 0.148 | 0.337
total | 0.293 | 0.743
-- what timing repair did --
action / CTS / global route
gates resized: 2 / 1
hold buffers: 0 / 0
endpoints found under the setup margin: 2 / 6
setup buffers: 0 / 6
-- worst reg2reg max path, cell delays in order, from the launching register on --
cell and delay (ns):
dfrtp_2 0.43, ha_1 0.22, nand4b_1 0.14, nor2_1 0.07
xor2_1 0.13
No activity file was given, so power comes from the tool's default toggle rates.
